### design/flow/design.v
`timescale 1ns / 1ps
module structExperiment_5(
  input [3:0] a,         
  input [2:0] sel,       
  output logic [6:0] segments, 
  output logic [7:0] anode      
);
  always_comb begin
    case (a)
      4'h0: segments = 7'b1000000;  
      4'h1: segments = 7'b1111001; 
      4'h2: segments = 7'b0100100;  
      4'h3: segments = 7'b0110000;
      4'h4: segments = 7'b0011001;  
      4'h5: segments = 7'b0010010; 
      4'h6: segments = 7'b0000010;  
      4'h7: segments = 7'b1111000;  
      4'h8: segments = 7'b0000000;  
      4'h9: segments = 7'b0010000;  
      4'hA: segments = 7'b0001000;  
      4'hB: segments = 7'b0000011;  
      4'hC: segments = 7'b1000110;  
      4'hD: segments = 7'b0100001;  
      4'hE: segments = 7'b0000110;  
      4'hF: segments = 7'b0001110;  
      default: segments = 7'b1111111; 
    endcase
  end
  always_comb begin
    case (sel)
      3'b000: anode = 8'b11111110;  
      3'b001: anode = 8'b11111101;  
      3'b010: anode = 8'b11111011;  
      3'b011: anode = 8'b11110111;  
      3'b100: anode = 8'b11101111;  
      3'b101: anode = 8'b11011111;  
      3'b110: anode = 8'b10111111;  
      3'b111: anode = 8'b01111111;  
      default: anode = 8'b11111111; 
    endcase
  end
endmodule
### design/flow/run.sh
#!/bin/bash
# OpenROAD 26Q1-2900-gdf79404cd8, Yosys 0.63+post, stock flow scripts
make -C /OpenROAD-flow-scripts/flow DESIGN_CONFIG=/design/flow/config.mk WORK_HOME=/design/flow/orfs finish
### design/flow/config.mk
export PLATFORM = sky130hd
export DESIGN_NAME = structExperiment_5
export DESIGN_NICKNAME = structExperiment_5
export VERILOG_FILES = /design/flow/design.v
export SDC_FILE = /design/flow/constraint.sdc
export NUM_CORES = 4
export LEC_CHECK = 1
export CORE_AREA = 10 10 70 70
export DIE_AREA = 0 0 80 80
### design/flow/constraint.sdc
current_design structExperiment_5

set clk_period 1.0
set clk_io_pct 0.2

create_clock -name clk0 -period $clk_period

set non_clock_inputs [all_inputs -no_clocks]
set_input_delay [expr $clk_period * $clk_io_pct] -clock clk0 $non_clock_inputs
set_output_delay [expr $clk_period * $clk_io_pct] -clock clk0 [all_outputs]
==> CHANGELOG.md <==
### Implementation results

- Tally of nets with antenna violations remaining after routing: 0
- Beginning of the critical path: a[0]
- Syn Area/Cell: 8.15 sq um
- Number of placement rows: 21
- Warnings from Yosys: 1
- Overall die area: 6400 sq um
- Final hold violation count: 0
- Final Setup Violations: 9
- Total wirelength of the detailed-routed design: 1.39 mm
- Area leader, netlist: ha_1
- Overall Global Routing Usage: 0.0388
- Synthesis-to-layout area growth: 158%
- Antenna violations before repair: 0
- Largest cells by area: ha_1, mux2i_1, mux4_1, nand3b_1, nor2_1
- I/O pins: 22
- Seq. cell area: 0 sq um
- Area of the mapped netlist: 334 sq um
- Number of detailed-route iterations in the first pass: 3
- Ratio of cells with drive above 1 in the final layout: 0.642
- Shortest period the worst path allows: 1.50 ns
- Overall die height: 80 um
- RePlAce Congestion: 0.704
- Number of max-cap violations: 0
- Worst slew slack as a fraction of its limit: 0.909
- Type of origin of the critical path: input pin
- Overall via count from detail_route: 450
- Number of cells produced by synthesis: 41
- Antenna diode count: 0
- Number of distinct library cells after synthesis: 19
- Max FO, Critical Path: 4
- Smallest hold slack: 0.671 ns
- Flip-flop and latch count: 0
- Area share of the largest cell type after synthesis: 0.262
- Static Leakage: 0.377 nW
- Count of buffers from port buffering: 22
- Setup WS post-layout: -0.502 ns
- Summed negative setup slack over all endpoints: -2.71 ns
- Part of the Yosys area used for sequential elements: 0
- Tally of filler cells in the layout: 361
- Crit path required time: 0.80 ns
- Worst Max-Slew Pin Slew: 0.133 ns
- Finished layout cell area: 862 sq um
- Final number of max-transition violations: 0
- Starting DRC count in detailed routing: 27
- Startpoint of the tightest hold check path: sel[2]
- Unrepaired setup endpoints after global routing: true
- Yosys stat area: 334 sq um
- Post-synthesis cell count from yosys: 41
- DR DRC count: 0
- Vias per cell: 3.54
- Die Wd: 80 um
- Post-detailed-placement half-perimeter wirelength: 1.01 mm
- Placeable core region: 3420 sq um
- Floorplan Utilization: 0.0978
- Element type at the critical path end: output port
- Maximum frequency from static timing analysis: 666 MHz
- Tool Warnings: 41
- Global-route wire length before repair: 2.13 mm
- Worst Path Class, Setup: in -> out
- Clock tree buffer count of the final layout: 0
- Crit path arrival time: 1.30 ns
- Routed wire per std cell: 10.9 um
- Status: complete, but fails checks
- Instance area at placement: 742 sq um
- Remaining Overflow, GRT: 0
- Total power divided by cell area: 360 nW/um^2
- Via count of the first global-routing pass: 444
- Most numerous logic cells after layout: buf_4, buf_6, buf_2
- Commonest Layout Cell: buf_4
- Failing checks: setup timing
- Hold WC Path Type: in -> out
- Maximum resistive drop on vdd: 92.0 uV
- Portion of the clock cycle consumed by the worst path in the final layout: 1.50
- Maximum number of pins on one net before global-route repair: 9
[critical path: stages]
cell and delay [ns]:
buf_8 0.10, buf_6 0.12, buf_6 0.12, ha_4 0.16, mux4_2 0.46, buf_2 0.13
[cells in the mapped netlist (all sizes together)]
| library cell | number |
|---|---|
| nand2 | 2 |
| and2b | 1 |
| nand3b | 3 |
| a22o | 2 |
| mux4 | 1 |
| mux2 | 1 |
| inv | 3 |
| or3b | 3 |
| ha | 7 |
| buf | 2 |
| mux2i | 4 |
| nand3 | 1 |
| o21ai | 2 |
| or3 | 1 |
| nor2 | 6 |
| a32o | 1 |
| a21oi | 1 |
[timing repair]
item	CTS	global route
pin swaps	10	8
setup endpoints to repair	15	11
setup buffers	5	5
endpoints found under the hold margin	0	0
gates resized	88	11
hold buffers	0	0
[metrics by stage]
stage | power [mW] | worst slack, ns | utilization | instances
3_5_place_dp | 0.272 | -1.34 | 0.217 | 119
5_1_grt | 0.339 | -0.541 | 0.252 | 127
3_3_place_gp | 0.271 | -1.32 | 0.217 | 119
4_1_cts | 0.292 | -0.566 | 0.240 | 124
2_1_floorplan | 0.0961 | -0.134 | - | 41
6_report | 0.310 | -0.502 | 0.252 | 127
[report_power, final]
| part | leakage, nW | internal, mW | switching, mW |
|---|---|---|---|
| registers | 0 | 0 | 0 |
| logic | 0.377 | 0.192 | 0.118 |
| clock network | 0 | 0 | 0 |
[layout make-up]
class,count,area (sq um),share of cell area
multi-input cells,36,389,0.451
repair buffers,42,375,0.435
well taps,46,57.6,0.0668
inverters,3,40.0,0.0464
[path summary, 6_finish.rpt]
kind / to / slack, ns / depth (start not counted)
max: segments[3] / -0.50 / 6
min: anode[0] / 0.67 / 3
[routing by layer]
layer  part of all wire  global-route usage  up-vias
met3              0.031             0.00568        0
met5                  0                   0        -
met2               0.56              0.0754        5
met4                  0                   0        0
met1               0.41              0.0456      215
li1                   -                   -      230
[cells by family after synthesis]
logic type      after synthesis  synth area share
mux                           6             0.232
fa+ha+maj                     7             0.262
compound gates                6             0.127
buf+inv                       5            0.0824
simple gates                 17             0.296
Power is estimated from default activity; no workload was simulated.
