==> flow/design.v <==
`timescale 1ns / 1ps
`timescale 1ns / 1ps
module Experiment_5(
  input [3:0] a,
  input [2:0] sel,
  output logic sega,segb,segc,segd,sege,segf,segg,
  output logic an7,an6,an5,an4,an3,an2,an1,an0 
    );
always_comb 
begin
    sega=(~a[3]&(~a[2])&(~a[1])&a[0]) | (~a[3]&(a[2])&(~a[1])&(~a[0])) | (a[3]&a[2]&(~a[1])&a[0]) | (a[3]&(~a[2])&a[1]&a[0]);
    segb=(a[2]&a[1]&(~a[0])) | (a[3]&a[1]&a[0]) | (a[3]&a[2]&(~a[0])) | (~a[3]&a[2]&(~a[1])&a[0]);
    segc=(a[3]&a[2]&(~a[0])) | (a[3]&a[2]&a[1]) | (~a[3]&(~a[2])&(a[1])&(~a[0])) ;
    segd= (a[2]&a[1]&a[0]) | (~a[3]&(~a[2])&(~a[1])&a[0]) | (~a[3]&a[2]&(~a[1])&(~a[0])) | (a[3]&(~a[2])&a[1]&~a[0]);
    sege=(~a[3]&a[0]) | (~a[2]&(~a[1])&a[0]) | (~a[3]&(a[2])&(~a[1]));
    segf=(~a[3]&(~a[2])&a[0]) | (~a[3]&(~a[2])&a[1]) | (~a[3]&(a[1])&a[0]) | (a[3]&a[2]&(~a[1])&a[0]);
    segg=(~a[3]&(~a[2])&(~a[1])) | (~a[3]&a[2]&a[1]&a[0])| (a[3]&a[2]&(~a[1])&(~a[0]));
    an0= sel[2] | sel[1] | sel[0];
    an1 = sel[2] | sel[1] | (~sel[0]);
    an2 = sel[2] | sel[0] | (~sel[1]);
    an3 = sel[2] | (~sel[1]) | (~sel[0]);
    an4 = (~sel[2]) | sel[1] |  (sel[0]);
    an5 = (~sel[2]) | sel[1] |  (~sel[0]);
    an6 = (~sel[2]) |(~sel[1]) | (sel[0]);
    an7 = (~sel[2]) |(~sel[1]) |  (~sel[0]);
     end
endmodule
==> flow/run.sh <==
#!/bin/bash
# OpenROAD 26Q1-2900-gdf79404cd8, Yosys 0.63+post, stock flow scripts
make -C /OpenROAD-flow-scripts/flow DESIGN_CONFIG=/design/flow/config.mk WORK_HOME=/design/flow/orfs finish
==> flow/config.mk <==
export PLATFORM = sky130hd
export DESIGN_NAME = Experiment_5
export DESIGN_NICKNAME = Experiment_5
export VERILOG_FILES = /design/flow/design.v
export SDC_FILE = /design/flow/constraint.sdc
export NUM_CORES = 4
export LEC_CHECK = 1
export CORE_AREA = 10 10 70 70
export DIE_AREA = 0 0 80 80
==> flow/constraint.sdc <==
current_design Experiment_5

set clk_period 1.1
set clk_io_pct 0.2

create_clock -name clk0 -period $clk_period

set non_clock_inputs [all_inputs -no_clocks]
set_input_delay [expr $clk_period * $clk_io_pct] -clock clk0 $non_clock_inputs
set_output_delay [expr $clk_period * $clk_io_pct] -clock clk0 [all_outputs]
==> out/results.env <==
RUN_STATUS='complete, but fails checks'
VIOLATED_CHECKS='setup timing'
DPL.HPWL_UM=824.4
LOG.WARNING_COUNT=34
WORST_SLACK_NS=-0.1123
GRT_PASS1_VIAS=413
WORST_SLEW_PIN_SLEW_NS=0.1470
SLEW-LIMIT-HEADROOM_PCT=90.19
CORE_AREA_UM2=3416
AREA_DELTA_SYNTH_FINAL_PCT=135.5
POST_ROUTE_CELLS_DRIVE_ABOVE_1_SHARE_PCT=60.53
CP.BUFFERS_INVERTERS=3
NUM_VIAS=438
DRT-PASS1-ITER-COUNT=4
DRT-VIAS-PER-INSTANCE=3.590
END_KIND='output port'
INTERNAL_POWER_CONSUMPTION_mW=0.1352
FP.DIEAREA_UM2=6400
MIN-DELAY-PATH-CLASS='input pin to output port'
WIRE_PER_INST_UM=9.459
LAYOUT.CORE_UTILIZATION_PCT=19.93
DRV_CAP=0
WORST-ENDPOINT-REQUIRED_NS=0.88
FINAL.CLKBUF_COUNT=0
POWER_FRAC_CLOCK_PCT=0
SYNTH_CELL_TYPE_COUNT=25
CP.ARRIVAL_NS=0.99
MAX_CLOCK_FREQ_MHz=824.9
YOSYSTOPAREACELL='sky130_fd_sc_hd__nand3_1'
DRCVIOLATIONCOUNT=0
TIMING_MAX_TRANSITION_VIOLATIONS_FINAL=0
FF_LATCH_AREA_UM2=0
TOPCELLSBYAREA='sky130_fd_sc_hd__nand3_1 (10%), sky130_fd_sc_hd__nand3b_1 (10%), sky130_fd_sc_hd__o21ai_1 (6.9%)'
CTS_HOLD_BUF=0
FINAL-HOLD-VIOLATION-COUNT=0
YS_CELLS=44
CRIT_PATH_LARGEST_CELL_DELAY_NS=0.24
POSTSYNTHCELLCOUNT=44
POWER.COMBINATIONAL.FRACTION_PCT=100.0
DPL.CELL_COUNT=118
GRT_MAX_DEGREE=11
NETLIST.AREA_LEADER.SHARE_PCT=10.39
CPMAXSTAGEDELAYCELL='sky130_fd_sc_hd__and2b_2'
POST_SYNTH.CELL_AREA_AVG_UM2=6.569
ROUTE.ANTENNA.REMAINING_NETS=0
POWER_DENSITY_nW_PER_UM2=339.3
N_FILL_CELL=381
SYNTH-AREA-YOSYS_UM2=289.0
STARTPOINT_CLASS='input pin'
DIE_X_UM=80
LEAKAGEPOWER_nW=0.2896
DIEHEIGHT_UM=80
POST_SYNTH_INSTANCE_AREA_UM2=289.0
SETUP_TOTAL_NEGATIVE_SLACK_NS=-0.4007
SYNTH-WARNING-COUNT=1
GLOBAL_ROUTE_TOTAL_USAGE_ACROSS_EVERY_LAYER_PCT=3.118
CRITPATHMAXFANOUT=4
SEQUENTIAL_SHARE_OF_THE_SYNTHESIZED_AREA_PCT=0
SEQUENTIAL_CELL_TOTAL=0
RSZ_0062_RAISED_AFTER_GLOBAL_ROUTING='yes'
LOGIC_AREA_UM2=306.5
CRITICAL_PATH.TOP_DELAY_FAMILY='buffers and inverters'
FINAL.PERIOD_UTILIZATION_PCT=110.2
FLOORPLANUTILIZATION_PCT=8.462
WORST_HOLD_SLACK_NS=0.7180
PLACEMENT_ROWS=21
IOPINCOUNT=22
WORST_IR_DROP_VDD_mV=0.1407
GLOBALROUTEOVERFLOWTOTAL=0
CRITICAL_PATH.CELL_CHAIN='buf_8 > and2b_2 > buf_6 > a22o_1 > buf_2'
FINALWEIGHTEDCONGESTION=0.8125
TOTALWIRELENGTH_UM=1154
P_SW_SHARE_PCT=41.46
GLOBAL_ROUTE_WIRE_LENGTH_BEFORE_REPAIR_UM=1738
NUMBER_OF_INSERTED_DIODES=0
INITIAL_ANTENNA_VIOLATION_COUNT=0
P_SWITCHING_mW=0.09574
SEQUENTIALPOWERSHARE_PCT=0
FINAL_CELLS=122
SETUP-VIOLATIONS-FINAL=4
DRT_ITER0_DRC=6
FINAL_PERIOD_MINUS_WORST_SETUP_SLACK_NS=1.212
SETUP.WORST_PATH.CLASS='input pin to output port'
PLACE.PORT_BUFFERS=22
cells in the mapped netlist, drive strengths merged (2+ instances only):
cell type and instances:
a21oi 3, and2b 2, buf 3, nand2 3
nand3 6, nand3b 4, nor2 4, o21ai 5
or3b 2
metal layers:
layer / GRT usage, % / share of wire, % / vias to the layer above
li1: - / - / 225
met1: 4.485 / 45 / 192
met2: 4.334 / 39 / 21
met3: 1.477 / 16 / 0
met4: 0 / 0 / 0
met5: 0 / 0 / -
cell type report:
class / instances / share of cell area, %
multi-input cells: 39 / 45.04
repair buffers: 36 / 45.22
inverters: 1 / 1.287
well taps: 46 / 8.456
repair_timing:
action,4_1_cts,5_1_grt
pin swaps,14,5
endpoints found under the setup margin,15,7
gates resized,92,10
hold endpoints to repair,0,0
setup buffers,3,1
per-stage QoR:
stage	instance area [um2]	setup WS [ns]	total power, mW
finish	680.7	-0.1123	0.2309
global route	680.7	-0.1362	0.2500
CTS	638.1	-0.09774	0.2113
detailed placement	599.3	-0.8491	0.2018
global placement	599.3	-0.8109	0.2008
floorplan	289.0	0.1850	0.07731
power by group through the flow:
stage	Sequential, mW	Clock [mW]	Combinational, mW
after CTS	0	0	0.211
after global routing	0	0	0.250
final	0	0	0.231
kinds of logic (layout without fill, tap and decap cells):
group                     count (synthesis)  in the layout  synth area share [%]
AOI/OAI and AO/OA                        11             11                 22.08
and+or+nand+nor                          27             27                 56.29
buffers and inverters                     5             37                 16.02
xor gates and xnor gates                  1              1                 5.629
cell usage in the layout (no fill, tap or decap), types with 2 or more instances in the layout:
| master | count |
|---|---|
| sky130_fd_sc_hd__nand2_1 | 2 |
| sky130_fd_sc_hd__o21ai_2 | 2 |
| sky130_fd_sc_hd__o21ai_1 | 3 |
| sky130_fd_sc_hd__buf_4 | 7 |
| sky130_fd_sc_hd__nand3_1 | 5 |
| sky130_fd_sc_hd__nand3b_1 | 4 |
| sky130_fd_sc_hd__dlygate4sd2_1 | 5 |
| sky130_fd_sc_hd__buf_6 | 9 |
| sky130_fd_sc_hd__buf_8 | 2 |
| sky130_fd_sc_hd__a21oi_2 | 2 |
| sky130_fd_sc_hd__nor2_4 | 2 |
| sky130_fd_sc_hd__or3b_1 | 2 |
| sky130_fd_sc_hd__buf_2 | 12 |
final timing paths:
path	endpoint	startpoint	slack [ns]	depth (start not counted)
worst max-delay path	sega	a[0]	-0.11	5
worst min-delay path	an0	sel[0]	0.72	3
Power figures rest on the tool's default switching activity, not on a simulated workload.
