### flow/config.mk
export PLATFORM = sky130hd
export DESIGN_NAME = Experiment_7
export DESIGN_NICKNAME = Experiment_7
export VERILOG_FILES = /design/flow/design.v
export SDC_FILE = /design/flow/constraint.sdc
export NUM_CORES = 4
export LEC_CHECK = 1
export CORE_UTILIZATION = 40
### flow/design.v
`timescale 1ns / 1ps
module Experiment_7(
    input logic [3:0] num,
    input logic [2:0] sel,
    input logic clk,
    input logic reset,
    input logic write,
    output logic [7:0] anode,
    output logic [6:0] segments
    );
    logic [8:0][3:0] mem; 
    logic newclk = 0;
    logic [2:0] innersel;
    logic [17:0]count;
    always_ff @(posedge clk or posedge reset) begin
        if (reset) begin
            newclk <= 0;
            count <= 0;
        end else begin
            if (count == 18'd249999) begin   
                newclk <= ~newclk;
                count <= 0;
            end else begin
                count <= count + 1;
            end
        end
    end
    always_ff @(posedge newclk, posedge reset) begin
        if (reset) begin
            mem[1] <= 0;
            mem[2] <= 0;
            mem[3] <= 0;
            mem[4] <= 0;
            mem[5] <= 0;
            mem[6] <= 0;
            mem[7] <= 0;
            mem[8] <= 0;
        end
        else if (write) begin
            case (sel)
            3'h0 : mem[1] <= num;
            3'h1 : mem[2] <= num;
            3'h2 : mem[3] <= num;
            3'h3 : mem[4] <= num;
            3'h4 : mem[5] <= num;
            3'h5 : mem[6] <= num;
            3'h6 : mem[7] <= num;
            3'h7 : mem[8] <= num;
                default: begin
                    mem[1]<=mem[1] ;
                    mem[2]<=mem[2] ;
                    mem[3]<=mem[3] ;
                    mem[4]<=mem[4] ; 
                    mem[5]<=mem[5] ; 
                    mem[6]<=mem[6] ; 
                    mem[7]<=mem[7] ; 
                    mem[8]<=mem[8];
                end
            endcase
        end
    end
    always_comb begin
        case (innersel)
            3'h0 : mem[0] <= mem[1];
            3'h1 : mem[0] <= mem[2];
            3'h2 : mem[0] <= mem[3];
            3'h3 : mem[0] <= mem[4];
            3'h4 : mem[0] <= mem[5];
            3'h5 : mem[0] <= mem[6];
            3'h6 : mem[0] <= mem[7];
            3'h7 : mem[0] <= mem[8];
            default: begin
                mem[0] = 4'b0000;
            end
        endcase
    end
    always_comb begin
        if (reset) begin
            innersel[0] = 0;
        end
        else begin
            innersel[0] = newclk;
        end
    end
    always_ff @(posedge newclk or posedge reset) begin
        if (reset) begin
            innersel[1] <= 0;
        end
        else begin
            innersel[1] <= ~innersel[1];
        end
    end
    always_ff @(posedge innersel[1] or posedge reset) begin
        if (reset) begin
            innersel[2] <= 0;
        end
        else begin
            innersel[2] <= ~innersel[2];
        end
    end
    always_comb begin
        case (mem[0])
             4'h0 : segments = 7'b0000001;
             4'h1 : segments = 7'b1001111;
             4'h2 : segments = 7'b0010010;
             4'h3 : segments = 7'b0000110;
             4'h4 : segments = 7'b1001100;
             4'h5 : segments = 7'b0100100;
             4'h6 : segments = 7'b0100000;
             4'h7 : segments = 7'b0001111;
             4'h8 : segments = 7'b0000000;
             4'h9 : segments = 7'b0000100;
             4'hA : segments = 7'b0001000;
             4'hB : segments = 7'b1100000;
             4'hC : segments = 7'b0110001;
             4'hD : segments = 7'b1000010;
             4'hE : segments = 7'b0110000;
             4'hF : segments = 7'b0111000;
            default: begin
                segments = 7'b1111111;
            end
        endcase
    end
    always_comb begin
        if (write == 0) begin
        case (innersel)
        3'h0 : anode = 8'b11111110;
        3'h1 : anode = 8'b11111101;
        3'h2 : anode = 8'b11111011;
        3'h3 : anode = 8'b11110111;
        3'h4 : anode = 8'b11101111;
        3'h5 : anode = 8'b11011111;
        3'h6 : anode = 8'b10111111;
        3'h7 : anode = 8'b01111111;
            default: begin
                anode = 8'b11111111;
            end
        endcase
        end
        else begin
            anode = 8'b00000000;
            end
        end
endmodule
### flow/run.sh
#!/bin/bash
# OpenROAD 26Q1-2900-gdf79404cd8, Yosys 0.63+post, stock flow scripts
make -C /OpenROAD-flow-scripts/flow DESIGN_CONFIG=/design/flow/config.mk WORK_HOME=/design/flow/orfs finish
### flow/constraint.sdc
current_design Experiment_7

set clk_period 3.5
set clk_io_pct 0.2

create_clock -name clk0 -period $clk_period [get_ports {clk}]

set non_clock_inputs [all_inputs -no_clocks]
set_input_delay [expr $clk_period * $clk_io_pct] -clock clk0 $non_clock_inputs
set_output_delay [expr $clk_period * $clk_io_pct] -clock clk0 [all_outputs]
==> qor.csv <==
metric;value;unit
slew_violations;0;
startpoint_type;input port;
placedCellCount;379;
status;finished clean;
ys.flops;53;
rr_startpoint;count[0];
die_w;86.2;µm
hp-class;reg2reg;
via_per_inst;5.18;
peakVddDrop;0.213;mV
port_buffers;24;
unclocked_pins;34;
finalNonFillerCells;390;
dieArea;7420;µm²
min-delay-start;count[0];
syn-cell-area;2830;µm²
numCtsBuffers;3;
diodes;0;
enable_flop_cells;0;
ff_type;dfrtp_1;
fp.coreArea;6830;µm²
power_density;124;nW/µm²
finalSetupViolations;0;
common_cells;53 x dfrtp_1, 34 x mux2_2, 13 x nand2_1, 13 x nand3_1, 13 x nor2_1;
max_freq;0.293;GHz
hold_viol;0;
first_pass_iters;4;
hold_depth;1;
yosys_warnings;1;
grtUsageTotal;0.171;
worst-path-max-fanout;4;
worst_slew_pin_slew;856;ps
skew;4.30;ps
antenna_found_initial;0;
min_to;count[0];
cts_root_buffer;clkbuf_8;
cts.path.max_buffers;2;
synth.avg_cell_area;11.3;µm²
layout-drive-gt1-share;0.306;
p_leak;1.44;nW
gp_congestion;0.839;
timing.slew.headroom;0.428;
ys_types;54;
h-tree-depth;1;
worstPathRequired;2800;ps
postRouteAntennaNets;0;
power;0.428;mW
async_reset_ff_frac;1.00;
endpoint_kind;output port;
synth.most_common_cell;dfrtp_1;
grt_pass1_wl;9760;µm
post-route-drc-count;0;
area_delta_synth_final;21.4;%
grt_pass1_vias;2007;
ys_cells;251;
clk_pin_slew;60;ps
hpwl;4150;µm
vias;2021;
area_leaders;dfrtp_1 47%, mux2_2 14%, ha_1 3.1%;
top_area_frac;0.468;
grt_max_degree;36;
top_area_cell;dfrtp_1;
pin_count;25;
wirelength;5610;µm
die_h;86.2;µm
ys_area;2830;µm²
timing.rr.end;count[15];
fp-utilization;0.415;
num_rows;30;
untimed_endpoints;34;
path_class;in2out;
rrSetupSlack;1720;ps
period_needed;3420;ps
overflow;0;
arrival;2720;ps
reg2reg_depth;6;
wire_per_inst;14.4;µm
worstSkewPairLatency;250;ps
rsz0062_at_grt;yes;
maxCapViolCount;0;
drt-initial-drc-count;69;
yosys.stat.seqShare;0.468;
tritoncts;built;
warnings;30;
fin_crit_sh;0.976;
synthCells;251;
## worst max-delay path by stage
stage	from	slack (ps)	end
5_1_grt	reset	-10	segments[3]
6_report	reset	80	segments[3]
4_1_cts	reset	40	segments[3]
## worst max-delay path: stages
cell and delay (ps):
buf_2 120, nand2b_4 150, buf_4 130, a311oi_2 350
o21ai_2 100, buf_4 160, ha_2 180, inv_2 70
nor3_1 50, a311o_1 310, clkdlybuf4s50_1 400
## routing by layer
layer | track usage | wire length, µm | up-vias
li1 | - | - | 1006
met1 | 0.265 | 2760 | 984
met4 | 0.0106 | 28 | 0
met2 | 0.284 | 2670 | 29
met5 | 0 | 0 | -
met3 | 0.0186 | 151 | 2
## sequential cells by signal, summed over array words and instances (netlist names)
name	flops
mem	32
count	18
newclk	1
innersel	2
## through the flow
stage	hold slack [ps]	setup WS [ps]	utilization	instance area, µm²	TNS, ps
final	482	84.7	0.503	3440	0
after global routing	509	-14.1	0.503	3440	-14.1
after CTS	485	42.5	0.494	3380	0
after detailed placement	474	-496	0.478	3260	-2780
after global placement	473	-482	0.478	3260	-2730
after floorplan	448	396	-	2830	0
## where the power goes
group | leakage [nW] | internal, mW | switching [mW] | total, mW
clock network | 0.0228 | 0.0807 | 0.0670 | 0.148
registers | 0.664 | 0.220 | 0 | 0.220
logic | 0.750 | 0.0281 | 0.0321 | 0.0602
total | 1.44 | 0.329 | 0.0991 | 0.428
## cell usage in the layout, fill, tap and decap left out, types with 2 or more instances in the layout
cell type / netlist / layout
dfrtp_1: 53 / 52
nand2_1: 13 / 12
a21oi_1: 8 / 7
or3b_1: 2 / 2
or3_1: 2 / 2
a31oi_1: 3 / 3
inv_2: 0 / 3
nand2b_1: 3 / 2
clkdlybuf4s50_1: 0 / 21
o22ai_1: 3 / 2
nand4_1: 4 / 4
o21ai_2: 2 / 2
nor3b_1: 2 / 2
and3_1: 3 / 3
ha_2: 0 / 3
xnor2_1: 8 / 8
xor2_1: 7 / 7
clkbuf_8: 0 / 3
o211ai_1: 2 / 2
nand3_1: 13 / 13
buf_4: 2 / 20
nor2b_1: 2 / 2
dlygate4sd2_1: 0 / 2
mux2_2: 34 / 34
o22ai_2: 2 / 3
buf_6: 2 / 3
mux2i_1: 7 / 7
nor2_1: 13 / 13
nand4b_1: 3 / 3
o21ai_0: 7 / 6
and4_1: 2 / 2
a221oi_2: 1 / 3
ha_1: 7 / 4
nor3_1: 4 / 4
inv_1: 8 / 5
nand3b_1: 2 / 2
## cell families (layout without fill, tap and decap cells)
group / Yosys count / in the layout / share of synthesized area
AND-OR/OR-AND: 42 / 42 / 0.113
adder cells (fa/ha/maj): 7 / 7 / 0.0309
multiplexers: 41 / 41 / 0.160
flip-flops: 53 / 53 / 0.468
buffers and inverters: 17 / 60 / 0.0309
AND/OR/NAND/NOR: 76 / 76 / 0.151
XOR/XNOR: 15 / 15 / 0.0464
## cell type report
class / count / area (µm²)
clock buffer: 4 / 45.0
fill: 615 / 3390
inverter: 8 / 30.0
multi-input combinational: 181 / 1480
sequential: 53 / 1330
tap: 96 / 120
timing repair buffer: 48 / 437
## timing repair
action / 4_1_cts / 5_1_grt
resized: 20 / 10
buffers inserted: 4 / 3
hold buffers: 0 / 0
pin swaps: 8 / 7
setup endpoints to repair: 7 / 6
No activity file was given, so power comes from the tool's default toggle rates.
